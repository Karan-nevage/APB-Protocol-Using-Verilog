File: flow/config.mk
export PLATFORM = sky130hd
export DESIGN_NAME = apb_master
export DESIGN_NICKNAME = apb_master
export VERILOG_FILES = /design/flow/design.v
export SDC_FILE = /design/flow/constraint.sdc
export NUM_CORES = 4
export LEC_CHECK = 1
export CORE_AREA = 10 10 74 74
export DIE_AREA = 0 0 84 84
File: flow/constraint.sdc
current_design apb_master

set clk_period 1.4
set clk_io_pct 0.2

create_clock -name clk0 -period $clk_period [get_ports {pclk}]

set non_clock_inputs [all_inputs -no_clocks]
set_input_delay [expr $clk_period * $clk_io_pct] -clock clk0 $non_clock_inputs
set_output_delay [expr $clk_period * $clk_io_pct] -clock clk0 [all_outputs]
File: flow/design.v
module apb_master (
    input wire presetn,                 
    input wire pclk,                    
    input wire transfer,                
    input wire read,                    
    input wire write,                   
    input wire [8:0] apb_write_paddr,   
    input wire [7:0] apb_write_data,    
    input wire [8:0] apb_read_paddr,    
    input wire pready,                   
    input wire pslverr,                  
    input wire [7:0] prdata,             
    output reg psel1,                    
    output reg psel2,                    
    output reg penable,                  
    output reg pwrite,                   
    output reg [8:0] paddr,              
    output reg [7:0] pwdata,             
    output reg [7:0] apb_read_data_out   
);
    parameter IDLE = 2'b00;
    parameter SETUP = 2'b01;
    parameter ENABLE = 2'b10;
    reg [1:0] state;           
    reg [1:0] next_state;      
    always @(posedge pclk or negedge presetn) begin
        if (!presetn)
            state <= IDLE;     
        else
            state <= next_state;
    end
    always @(*) begin
        case (state)
            IDLE: begin
                if (transfer)
                    next_state = SETUP;
                else
                    next_state = IDLE;
            end
            SETUP: begin
                next_state = ENABLE;   
            end
            ENABLE: begin
                if (pready)
                    next_state = (transfer) ? SETUP : IDLE;
                else
                    next_state = ENABLE;
            end
            default: next_state = IDLE;
        endcase
    end
    always @(*) begin
        psel1 = 0;
        psel2 = 0;
        penable = 0;
        pwrite = 0;
        paddr = 9'b0;
        pwdata = 8'b0;
        case (state)
            IDLE: begin
            end
            SETUP: begin
                penable = 0;
                if (read && !write) begin
                    paddr = apb_read_paddr;              
                    psel1 = (apb_read_paddr[8] == 0);    
                    psel2 = (apb_read_paddr[8] == 1);    
                    pwrite = 0;                          
                end
                else if (write && !read) begin
                    paddr = apb_write_paddr;                 
                    psel1 = (apb_write_paddr[8] == 0);
                    psel2 = (apb_write_paddr[8] == 1);
                    pwrite = 1;                             
                    pwdata = apb_write_data;                
                end
            end
            ENABLE: begin
                penable = 1;   
                if (pready) begin
                    if (read && !write) begin
                        apb_read_data_out = prdata;  
                    end
                end
            end
        endcase
    end
endmodule
File: flow/run.sh
#!/bin/bash
# OpenROAD 26Q1-2900-gdf79404cd8, Yosys 0.63+post, stock flow scripts
make -C /OpenROAD-flow-scripts/flow DESIGN_CONFIG=/design/flow/config.mk WORK_HOME=/design/flow/orfs finish
==> Slide: Implementation Results <==
Key Metrics from the Run

Placement
  • Post-DP HPWL: 2.279 mm
  • GPL Wtd Cong: 0.7809
  • Placed insts: 184
  • # port buffers: 68
  • Pre-CTS setup slack: -0.6881 ns

Layout
  • FILL cells: 377
  • Area Overhead vs Synth: 167.8%
  • Most frequent cells in the layout: clkdlybuf4s50_1 (44), buf_2 (15), nand2_2 (13), buf_6 (12)
  • Layout cell share with drive strength beyond 1: 54.11%
  • Dominant logic cell type in the layout: clkdlybuf4s50_1
  • Fin cells: 196

STA
  • Endpoints failing hold: 0
  • Slew margin rel.: 83.23%
  • Register pins left without a clock: 8
  • Fmax achieved: 685.5 MHz
  • Setup violators final: 15
  • Tcrit/Tclk final: 104.2%
  • RSZ-0062 raised after global routing: yes
  • Min Tclk post-route: 1.459 ns
  • Endpoints left unconstrained: 16
  • Setup TNS: -0.4924 ns
  • Final worst slack: -0.05883 ns
  • Worst Max-Slew Pin Slew: 0.2502 ns
  • Skew final: 0.001210 ns
  • Final max-slew violation count: 0

Power
  • Int Power: 0.5509 mW
  • Switching part of the total: 25.76%
  • Power share of the sequential group: 17.5%
  • Clock power share: 33.3%
  • Comb pwr share: 49.2%
  • Power density over the cells: 484.5 nW/um2
  • VDD IR max: 0.0003686 V
  • Final Power: 0.7420 mW
  • Net Sw Power: 0.1911 mW
  • Pleak: 0.6743 nW

Yosys
  • Syn_area_per_cell: 8.797 um2
  • Yosys Instances: 65
  • Synth cell types: 19
  • Post-Syn Area: 571.8 um2
  • Yosys warns: 1
  • Yosys Chip Area: 571.8 um2
  • Synth Register Bits: 11
  • Syn Inst Count: 65

Routing
  • Detailed-route via count: 783
  • Diodes inserted: 0
  • Remaining antenna violation count: 0
  • WL per Instance: 14.35 um
  • Drt drc: 0
  • First-pass DRT Iterations: 2
  • Vias per cell: 3.995
  • Final wirelength: 2.812 mm
  • Drt initial violations: 5

Run
  • OpenROAD warning count: 28
  • Max-cap check violation count: 0

Die
  • Top-level I/O count: 70
  • Die area: 7056 um2
  • Initial cell density of the core: 14.40%
  • Placeable Area: 3971 um2
  • DIE WIDTH: 84 um
  • Placement row count: 23
  • DIE HEIGHT: 84 um

GRT
  • Initial antenna violation count: 0
  • Vias in the first global route: 926
  • Global route overflow: 0
  • Gr usage total: 7.661%
  • Largest net degree at the start of global routing: 11
  • Global-route wire length before repair: 4.588 mm

Critical path
  • Critical path type: reg -> out
  • Origin of the worst setup path: state[2]$_DFF_PN0_
  • Reg-to-reg endpoint: state[1]$_DFF_PN0_
  • Reg-to-reg slack, setup: 0.57 ns
  • CP endpoint: paddr[8]
  • FF-to-FF Start: state[2]$_DFF_PN0_
  • WP data arrival: 1.18 ns
  • Required @ worst endpoint: 1.12 ns
  • Crit path launch type: register
  • Crit Path Max Fanout: 7
  • Reg2Reg Depth: 3
  • Kind of end point of the critical path: primary output

CTS
  • Worst-path clk slew: 0.03 ns
  • Num CTS Buffers: 3
  • Worst-Skew Late Latency: 0.21 ns
  • Clock root buffer: clkbuf_8
  • TritonCTS clock tree: built
  • CTS H-tree lvls: 1
  • Clock Path Buffers: 2

Worst hold path
  • Worst min path class: in -> async

Run status
  • Failing checks: negative setup slack
  • Status: finished, violations left
[Yosys cell counts, drive strengths merged]
library cell,instances,share of area [%]
a21oi,1,0.87
and3,8,8.8
buf,6,9.8
dfrtp,2,8.8
dfstp,1,4.6
dlxtn,8,21
inv,2,1.3
nand2,18,12
nand2b,3,3.7
nand4b,1,1.5
nor2,2,1.8
nor2b,2,2.6
o21ai,1,0.87
o22ai,9,20
o32ai,1,2.8
[layout make-up]
type | instances | area, um2 | share of cell area (%)
multi-input combinational | 46 | 434.2 | 28.35
timing repair buffer | 83 | 784.5 | 51.23
clock buffer | 4 | 45.04 | 2.941
inverter | 2 | 7.507 | 0.4902
tap | 50 | 62.56 | 4.085
sequential | 11 | 197.7 | 12.91
[state kept, by name (all words and copies together) (netlist names)]
register           cells
apb_read_data_out      8
state                  3
[critical path: stages (launching register included)]
cell     delay, ns
dfrtp_2       0.41
buf_6         0.13
buf_12        0.13
nand2_4       0.05
o22ai_4       0.14
buf_2         0.12
[how the worst min path moves through the flow]
stage / start / slack [ns] / to
4_1_cts: presetn / 0.24 / state[1]$_DFF_PN0_
5_1_grt: presetn / 0.24 / state[1]$_DFF_PN0_
6_report: presetn / 0.25 / state[2]$_DFF_PN0_
[kinds of logic (layout without fill, tap and decap cells)]
logic type,Yosys count,count (layout),synth area share [%]
and+or+nand+nor,34,34,30.20
AOI/OAI and AO/OA,12,12,24.29
buffers and inverters,8,89,11.16
latches,8,8,21.01
DFF,3,3,13.35
[metrics by stage]
stage	hold WS (ns)	util [%]	instance area [um2]
floorplan	-0.01559	-	571.8
global placement	0.4701	33.65	1336
detailed placement	0.4702	33.65	1336
CTS	0.2439	36.64	1455
global route	0.2450	38.56	1531
finish	0.2450	38.56	1531
[timing repair]
| action | in CTS | in global routing |
|---|---|---|
| hold buffers | 0 | 0 |
| buffers inserted | 6 | 1 |
| pin swaps | 5 | 1 |
| endpoints found under the setup margin | 20 | 18 |
| gates resized | 102 | 16 |
| gates cloned | 2 | 0 |
| endpoints found under the hold margin | 0 | 0 |
[routing by layer]
layer | share of wire (%) | track usage (%) | up-vias
li1 | - | - | 383
met3 | 10 | 3.740 | 0
met2 | 49 | 13.17 | 41
met1 | 40 | 8.721 | 359
met4 | 0 | 0.4566 | 0
met5 | 0 | 0 | -
[power by group through the flow]
stage	clock network (mW)	registers, mW	logic (mW)
6_report	0.247	0.130	0.365
5_1_grt	0.266	0.134	0.394
4_1_cts	0.256	0.131	0.346
Power is estimated from default activity; no workload was simulated.
